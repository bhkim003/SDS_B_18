==> design/flow/design.v <==
module FIFO #(
    parameter DATA_WIDTH = 8,
    parameter FIFO_DEPTH = 8
    )(
    input                       clk,
    input                       rst_n,
    input                       wren_i,
    input                       rden_i,
    input   [DATA_WIDTH-1:0]    wdata_i,
    output  [DATA_WIDTH-1:0]    rdata_o,
    output                      full_o,
    output                      empty_o
    );
    localparam FIFO_DEPTH_LG2 = $clog2(FIFO_DEPTH);
    reg [FIFO_DEPTH_LG2:0] wrptr;
    reg [FIFO_DEPTH_LG2:0] rdptr;
    always @(posedge clk, negedge rst_n) begin
        if (!rst_n) begin
            wrptr <= {(FIFO_DEPTH_LG2+1){1'b0}};
        end else if (wren_i) begin
            wrptr <= wrptr + 'd1;
        end
    end
    always @(posedge clk, negedge rst_n) begin
        if (!rst_n) begin
            rdptr <= {(FIFO_DEPTH_LG2+1){1'b0}};
        end else if (rden_i) begin
            rdptr <= rdptr + 'd1;
        end
    end
    reg [DATA_WIDTH-1:0] mem [0:FIFO_DEPTH-1];
    always @(posedge clk) begin
        if (wren_i) begin
            mem[wrptr[FIFO_DEPTH_LG2-1:0]] <= wdata_i;
        end
    end
    assign rdata_o = mem[rdptr[FIFO_DEPTH_LG2-1:0]];
    assign empty_o = (wrptr==rdptr);
    assign full_o = (wrptr[FIFO_DEPTH_LG2-1:0]==rdptr[FIFO_DEPTH_LG2-1:0]) & 
                    (wrptr[FIFO_DEPTH_LG2] != rdptr[FIFO_DEPTH_LG2]);
endmodule
module Top_module # (
    parameter DWIDTH = 4,
    parameter FIFO_DEPTH = 8
)
(
    input clk,
    input reset_n,
    input en,
    input acc_en,
    output empty_o,
    output full_o,
    output valid_o,
    output [DWIDTH - 1 : 0] result_o
);  
    wire en_w;
    wire [DWIDTH - 1 : 0] cnt_w;
    wire [DWIDTH - 1 : 0] rdata_w;
    Counter#(
        .CNT_WIDTH ( DWIDTH )
    )u_Counter(
        .clk   ( clk   ),
        .rst_n ( reset_n ),
        .en    ( en    ),
        .en_o  (en_w   ),
        .cnt_o  (cnt_w )
    );
    wire empty_w, full_w;
    FIFO#(
        .DATA_WIDTH ( DWIDTH ),
        .FIFO_DEPTH ( FIFO_DEPTH )
    )u_FIFO(
        .clk        ( clk        ),
        .rst_n      ( reset_n      ),
        .wren_i     ( en_w     ),
        .rden_i     ( acc_en     ),
        .wdata_i    ( cnt_w    ),
        .rdata_o    ( rdata_w    ),
        .full_o     ( full_w     ),
        .empty_o    ( empty_w    )
    );
    wire valid_w;
    wire [DWIDTH - 1 : 0] result_w; 
    acc_core#(
        .IN_DATA_WIDTH ( DWIDTH ),
        .DWIDTH        ( DWIDTH * 2 )
    )u_acc_core(
        .clk           ( clk           ),
        .reset_n       ( reset_n       ),
        .number_i      ( rdata_w      ),
        .valid_i       ( acc_en       ),
        .run_i         ( empty_o || full_o),
        .valid_o       ( valid_w       ),
        .result_o      ( result_w      )
    );
    assign empty_o = empty_w;
    assign full_o = full_w;
    assign valid_o = valid_w;
    assign result_o = result_w;
endmodule
module acc_core
# (
    parameter IN_DATA_WIDTH = 8,  
    parameter DWIDTH = 16  
) 
(
    input clk, reset_n,
    input [IN_DATA_WIDTH - 1 : 0] number_i,
    input valid_i,
    input run_i,
    output valid_o,
    output [DWIDTH - 1 : 0] result_o
);
    reg                  r_valid;
    reg [DWIDTH - 1 : 0] r_result;
    always @(posedge clk or negedge reset_n) begin
        if(!reset_n) begin
            r_valid <= 1'b0;
        end else begin
            r_valid <= valid_i;
        end
    end
    always@(posedge clk or negedge reset_n) begin
        if(!reset_n) begin
            r_result <= 0;
        end else if(run_i) begin
            r_result <= 0;
        end else if(valid_i) begin
            r_result <= r_result + number_i;
        end
    end
    assign valid_o = r_valid;
    assign result_o = r_result;
endmodule
module Counter #(
    parameter CNT_WIDTH = 7  
    )
    (
    input clk,
    input rst_n,
    input en,
    output en_o,
    output [CNT_WIDTH-1:0] cnt_o
    );
    reg [CNT_WIDTH-1:0] cnt, cnt_n;
    always @(posedge clk, negedge rst_n) begin
        if (!rst_n) begin
            cnt <= {(CNT_WIDTH){1'b0}};
        end else begin
            cnt <= cnt_n;
        end
    end
    always @(*) begin
        cnt_n = cnt;     
        if (en) begin
            cnt_n = cnt + 'd1;
        end
    end
    assign cnt_o = cnt;
    assign en_o = en;
endmodule
==> design/flow/run.sh <==
#!/bin/bash
# OpenROAD 26Q1-2900-gdf79404cd8, Yosys 0.63+post, stock flow scripts
make -C /OpenROAD-flow-scripts/flow DESIGN_CONFIG=/design/flow/config.mk WORK_HOME=/design/flow/orfs finish
==> design/flow/config.mk <==
export PLATFORM = sky130hd
export DESIGN_NAME = Top_module
export DESIGN_NICKNAME = Top_module
export VERILOG_FILES = /design/flow/design.v
export SDC_FILE = /design/flow/constraint.sdc
export NUM_CORES = 4
export LEC_CHECK = 1
export CORE_UTILIZATION = 40
==> design/flow/constraint.sdc <==
current_design Top_module

set clk_period 3.0
set clk_io_pct 0.2

create_clock -name clk0 -period $clk_period [get_ports {clk}]

set non_clock_inputs [all_inputs -no_clocks]
set_input_delay [expr $clk_period * $clk_io_pct] -clock clk0 $non_clock_inputs
set_output_delay [expr $clk_period * $clk_io_pct] -clock clk0 [all_outputs]
==> impl_metrics.csv <==
group,metric,value,unit
status,status,"complete, no violations",
drt,routedWlPerCell,14.3,µm
worst_setup_path,cp.arrival,2.17,ns
drt,dr_wl_met2,1.36,mm
placement,port_buffers,10,
synthesis,ys_ff,49,
drt,wl,2.98,mm
clocking,cts_sinks,49,
clocking,cts_hold_buf,0,
synthesis,synth_seq_share,0.651,
timing,slew_headroom,0.469,
drt,top_layer,"met4",
drt,diodes,0,
worst_setup_path,reg2regPathDepth,8,
power_and_ir_drop,ir_drop,0.567,mV
worst_setup_path,path_class,"reg2out",
drt,drtPass1Iterations,4,
clocking,path_clk_slew,0.09,ns
floorplan,floorplanUtilization,0.417,
clocking,post_cts_resized,0,
timing,fin_skew,0.00759,ns
power_and_ir_drop,p_clk_frac,0.157,
clocking,cts-htree-levels,2,
synthesis,synth_cell_types,26,
power_and_ir_drop,power_frac_seq,0.515,
worst_setup_path,r2r_start,"u_FIFO.rdptr[0]$_DFFE_PN0P_",
floorplan,io_pins,11,
floorplan,chipArea,5620,µm²
drt,wl_met3,149,µm
worst_setup_path,crit_path_end_kind,"output pin",
drt,drc,0,
timing,hold_viol,0,
power_and_ir_drop,switching_power,0.787,mW
run,drv_cap,0,
clocking,clockBufferDepth,2,
timing,fin_crit_sh,0.922,
floorplan,die_w,75.0,µm
clocking,cts_tree,"yes",
finish,final_cells,208,
worst_setup_path,reg2reg_to,"u_acc_core.r_result[3]$_DFFE_PN0P_",
floorplan,std_cell_rows,26,
placement,dp.cells,200,
power_and_ir_drop,powerDensity,1020,nW/µm²
finish,areaGrowthSynthToFinish,10.5,%
clocking,clockRootBuffer,"clkbuf_8",
drt,route.layer.met1.wl,1.43,mm
timing,tns,0,ns
drt,ant_nets,0,
synthesis,synth.cell_area,2130,µm²
global_route,grt_pass1_vias,1059,
synthesis,ys_chip_area,2130,µm²
power_and_ir_drop,switching_share,0.328,
timing,setup_viol,0,
global_route,grt_use_total,0.133,
power_and_ir_drop,p_leak,0.868,nW
clocking,cts_buffers,5,
floorplan,die_h,75.0,µm
worst_setup_path,required,2.40,ns
global_route,grt_start_max_net_pins,18,
worst_hold_path,min_path_cells,1,
clocking,postCtsSetupBuffers,0,
worst_hold_path,min_path_type,"reg2reg",
run,stage_log_warnings,25,
timing,rsz0062_at_grt,"no",
floorplan,fp.coreArea,5110,µm²
drt,drt-vias-per-instance,4.84,
worst_setup_path,critPathMaxFanout,12,
synthesis,ys_cells,126,
global_route,antenna_found_initial,0,
worst_hold_path,hp-start,"u_FIFO.rdptr[3]$_DFFE_PN0P_",
clocking,insertion_delay,0.30,ns
timing,fmax,361,MHz
global_route,grt_pass1_wl,5.12,mm
global_route,grt-ovfl-total,0,
timing,worst_slew_pin_slew,0.794,ns
timing,maxSlewViolCount,0,
worst_setup_path,start_kind,"register",
synthesis,syn_inst,126,
worst_setup_path,ff2ff_setup_slack,0.29,ns
power_and_ir_drop,combinationalPowerShare,0.328,
worst_hold_path,min_to,"u_FIFO.rdptr[3]$_DFFE_PN0P_",
synthesis,syn_avg_cell_area,16.9,µm²
timing,period_needed,2.77,ns
synthesis,yosys_warnings,4,
placement,place_congestion,0.765,
finish,drive_gt1_frac,0.109,
drt,drtIter0Drc,63,
placement,dpl.hpwl,2.19,mm
power_and_ir_drop,p_int,1.61,mW
drt,num_vias,1007,
## cell usage after synthesis
master	count	area [µm²]
a211o_1	1	8.76
a211oi_1	1	7.51
a21o_1	1	7.51
a21oi_1	1	5.00
and2_1	1	6.26
buf_6	4	45.0
clkbuf_1	2	7.51
dfrtp_1	17	425
edfxtp_1	32	961
fa_1	1	20.0
ha_1	6	75.1
inv_1	1	3.75
mux2_2	6	67.6
mux2i_1	3	30.0
mux4_1	7	184
mux4_2	1	22.5
nand2_1	6	22.5
nand2b_1	3	18.8
nand3_1	1	5.00
nand4_1	2	12.5
nor2_1	10	37.5
nor3_1	2	10.0
nor3_2	1	10.0
nor4_1	1	6.26
xnor2_1	6	52.6
xor2_1	9	78.8
## layer usage
metal,track usage,up-vias
li1,-,491
met1,0.223,486
met2,0.200,25
met3,0.0339,5
met4,0.0189,0
met5,0,-
## cell families after synthesis
group                      after synthesis  synth area share
DFF                                     49             0.651
and+or+nand+nor                         27            0.0605
muxes                                   17             0.143
xor gates and xnor gates                15            0.0617
buffers and inverters                    7            0.0264
adders and majority gates                7            0.0446
AOI/OAI and AO/OA                        4            0.0135
## worst max path at each step
| stage | start | end | slack [ns] | cells past startpoint |
|---|---|---|---|---|
| after CTS | u_FIFO.rdptr[0]$_DFFE_PN0P_ | full_o | 0.20 | 4 |
| after global routing | u_FIFO.rdptr[0]$_DFFE_PN0P_ | full_o | 0.02 | 4 |
| final | u_FIFO.rdptr[0]$_DFFE_PN0P_ | full_o | 0.23 | 4 |
## area by class of cell
class                   count  area (µm²)
inverters                   1        3.75
clock buffers               6        72.6
flip-flops and latches     49        1390
clock inverters             2        16.3
well taps                  70        87.6
multi-input cells          70         688
fillers                   462        2750
repair buffers             10         100
## through the flow
| step | instance area [µm²] | hold WS (ns) | total power [mW] | setup WS (ns) | util |
|---|---|---|---|---|---|
| after floorplan | 2130 | 0.304 | 1.84 | 0.568 | - |
| after detailed placement | 2270 | 0.483 | 2.06 | 0.285 | 0.444 |
| after global routing | 2350 | 0.522 | 2.60 | 0.0231 | 0.461 |
| final | 2350 | 0.492 | 2.40 | 0.233 | 0.461 |
| after CTS | 2350 | 0.497 | 2.44 | 0.202 | 0.461 |
| after global placement | 2270 | 0.480 | 2.04 | 0.284 | 0.444 |
## sequential cells by signal, summed over array words and instances, names as in the netlist
name                 flops
u_FIFO.wrptr             4
u_acc_core.r_valid       1
u_acc_core.r_result      4
u_FIFO.mem              32
u_Counter.cnt            4
u_FIFO.rdptr             4
## cells in the final DEF, fill, tap and decap left out
cell type        synthesis  layout
nor4_1                   1       1
inv_1                    1       1
mux2_2                   6       6
and2_1                   1       1
clkinv_4                 0       1
nor2_1                  10      10
edfxtp_1                32      32
nor3_1                   2       2
a211o_1                  1       1
clkbuf_8                 0       5
a21oi_1                  1       1
nor3_2                   1       1
fa_1                     1       1
mux4_2                   1       1
clkdlybuf4s50_1          0      10
a21o_1                   1       1
nand3_1                  1       1
nand2_1                  6       6
clkbuf_1                 2       1
mux4_1                   7       7
nand4_1                  2       2
dfrtp_1                 17      17
clkinvlp_4               0       1
mux2i_1                  3       3
xor2_1                   9       9
xnor2_1                  6       6
a211oi_1                 1       1
nand2b_1                 3       3
ha_1                     6       6
## worst max-delay path, cell delays in order (launching register included)
cell             delay, ns
dfrtp_1               0.69
xor2_1                0.18
nor3_2                0.37
and2_1                0.18
clkdlybuf4s50_1       0.45
## power groups by stage
stage	clock network [mW]	registers, mW	logic, mW
after global routing	0.411	1.28	0.914
after CTS	0.387	1.25	0.804
final	0.377	1.24	0.789
Power is estimated from default activity; no workload was simulated.
