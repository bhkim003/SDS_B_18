`design.v`:
```
module PE #(
    parameter DATA_WIDTH = 8,
    parameter PSUM_WIDTH = 32
    )
    (
    input   clk,
    input   rst_n,
    input   [DATA_WIDTH-1:0]        ifmap_i,
    input   [DATA_WIDTH-1:0]        weight_i,
    input   [PSUM_WIDTH-1:0]        psum_i,
    input                           ifmap_en_i,
    input                           weight_en_i,
    input                           psum_en_i,
    output  [DATA_WIDTH-1:0]        ifmap_o,
    output  [DATA_WIDTH-1:0]        weight_o,
    output  [PSUM_WIDTH-1:0]        psum_o,
    output                          weight_en_o,
    output                          psum_en_o
    );
    reg     [DATA_WIDTH-1:0]        ifmap_r;
    reg     [DATA_WIDTH-1:0]        weight_r;
    reg     [PSUM_WIDTH-1:0]        psum_r;
    reg     [(DATA_WIDTH*2)-1:0]    product_r;       
    reg                             weight_en_r;
    reg                             psum_en_r;
    always @(posedge clk, negedge rst_n) begin
        if (!rst_n) begin
            weight_en_r <= 1'b0;
            psum_en_r   <= 1'b0;
        end else begin
            weight_en_r <= weight_en_i;
            psum_en_r   <= psum_en_i;
        end
    end
    always @(posedge clk, negedge rst_n) begin
        if (!rst_n) begin
            ifmap_r <= {(DATA_WIDTH){1'b0}};
        end
        else if (ifmap_en_i) begin
            ifmap_r <= ifmap_i;
        end
    end
    always @(posedge clk, negedge rst_n) begin
        if (!rst_n) begin
            weight_r <= {(DATA_WIDTH){1'b0}};
        end 
        else if (weight_en_i) begin
            weight_r <= weight_i;
        end
    end
    always @(posedge clk, negedge rst_n) begin
        if (!rst_n) begin
            psum_r <= {(PSUM_WIDTH){1'b0}};
        end
        else if (psum_en_i) begin
            psum_r <= psum_i;        
        end
    end
    always @(posedge clk, negedge rst_n) begin
        if (!rst_n) begin
            product_r <= {(DATA_WIDTH*2){1'b0}};
        end else if (weight_en_i) begin
            product_r <= ifmap_r * weight_i;
        end
    end
    assign psum_o = product_r + psum_r;
    assign ifmap_o  = ifmap_r;
    assign weight_o = weight_r;
    assign weight_en_o  = weight_en_r;
    assign psum_en_o    = psum_en_r;
endmodule
```
`run.sh`:
```
#!/bin/bash
# OpenROAD 26Q1-2900-gdf79404cd8, Yosys 0.63+post, stock flow scripts
make -C /OpenROAD-flow-scripts/flow DESIGN_CONFIG=/design/flow/config.mk WORK_HOME=/design/flow/orfs finish
```
`config.mk`:
```
export PLATFORM = sky130hd
export DESIGN_NAME = PE
export DESIGN_NICKNAME = PE
export VERILOG_FILES = /design/flow/design.v
export SDC_FILE = /design/flow/constraint.sdc
export NUM_CORES = 4
export LEC_CHECK = 1
export CORE_UTILIZATION = 50
```
`constraint.sdc`:
```
current_design PE

set clk_period 11.0
set clk_io_pct 0.2

create_clock -name clk0 -period $clk_period [get_ports {clk}]

set non_clock_inputs [all_inputs -no_clocks]
set_input_delay [expr $clk_period * $clk_io_pct] -clock clk0 $non_clock_inputs
set_output_delay [expr $clk_period * $clk_io_pct] -clock clk0 [all_outputs]
```
==> results.py <==
# Generated from Yosys and OpenROAD reports
metrics = {
    "run_status": {
        "status": "complete, no violations",
    },
    "clocking": {
        "htree_levels": 3,
        "root_buffer": "clkbuf_16",
        "path_clk_slew_ns": 0.06,
        "cts_tree": "built",
        "numCtsBuffers": 9,
        "hold_buffers": 0,
        "clk_path_buf_depth": 2,
        "cts.sinks": 66,
        "post_cts_buffers": 0,
        "cts_resized": 0,
        "clk_latency_ns": 0.33,
    },
    "critical_path": {
        "crit_path_max_incr_delay_ns": 0.59,
        "crit_buf_inv": 3,
        "critPathTopFamily": "adder cells",
        "critPathKind": "primary input to flop",
        "rrSetupSlack_ns": 6.34,
        "end_kind": "flop",
        "crit_fanout": 9,
        "path_common_cell": "fa_1",
        "cp-start-kind": "primary input",
        "worstPathArrival_ns": 6.84,
        "required_ns": 11.20,
        "cp_cell_sequence": "clkdlybuf4s50_1 > and2_1 > fa_1 > fa_1 > fa_1 > inv_1 > fa_1 > inv_1 > ha_1 > or3_1 > o21ai_0 > a211oi_1 > o2111ai_1 > or3b_2",
        "slowest_stage": "clkdlybuf4s50_1",
    },
    "global_routing": {
        "grt_pass1_wl_um": 20300,
        "gr-total-overflow": 0,
        "grt_pass1_vias": 4340,
        "antenna_found_initial": 0,
        "grt_max_degree": 43,
        "track_usage_pct": 22.9,
    },
    "drt": {
        "drtAntennaViolNets": 0,
        "drt-total-wl_um": 11700,
        "routed_via_density": 5.42,
        "drt_first_pass_iters": 4,
        "wl_per_cell_um": 14.6,
        "antenna_cells": 0,
        "via_count": 4311,
        "drtIter0Drc": 197,
        "drc": 0,
    },
    "synth": {
        "synth_area_per_cell_um2": 10.4,
        "ys_area_um2": 5650,
        "async_reset_ff_share_pct": 100,
        "ff_type": "dfrtp_1",
        "ys_types": 52,
        "largest_area_cell": "dfrtp_1",
        "ys_top_cells_by_count": "66 x dfrtp_1, 59 x inv_1, 54 x mux2_2",
        "edf_count": 0,
        "yosysTopAreaCellShare_pct": 29.2,
        "synth_flops": 66,
        "topCellsByArea": "dfrtp_1 29%, fa_1 13%, ha_1 12%",
        "ys_cells": 544,
        "synthCells": 544,
        "yosys_warnings": 1,
        "seq_area_frac_synth_pct": 29.2,
        "netlist_area_um2": 5650,
        "top_cell": "dfrtp_1",
    },
    "sta": {
        "finalSetupTns_ns": 0,
        "max_freq_mhz": 151,
        "maxSlewHeadroom_pct": 51.3,
        "worst_pin_slew_ns": 0.731,
        "finalClockPeriodUsage_pct": 60.4,
        "fin_crit_ns": 6.64,
        "setup_viol_count_final": 0,
        "skew_ns": 0.00479,
        "finalMaxSlewViolations": 0,
        "whs_ns": 0.508,
        "hold_viol": 0,
        "fin_ws_ns": 4.36,
        "rsz0062_at_grt": "false",
    },
    "pwr": {
        "ir_drop_mv": 0.145,
        "power_density_nw_per_um2": 215,
        "power_mw": 1.54,
        "leakage_nw": 3.23,
    },
    "final_layout": {
        "fill_cells": 891,
        "drive_above_1_share_pct": 12.5,
        "post-route-util_pct": 65.3,
        "syn_to_final_growth_pct": 26.5,
    },
    "floorplan": {
        "rows": 38,
        "ios": 103,
        "die_w_um": 108,
        "die-area_um2": 11700,
        "core_area_um2": 10900,
        "die_h_um": 108,
        "fp-utilization_pct": 51.6,
    },
    "placed_design": {
        "dp_hpwl_um": 8920,
        "io_buffers": 102,
        "gp_congestion": 0.839,
        "pre_cts_ws_ns": 4.03,
    },
    "run": {
        "max-cap-violations": 0,
        "warnings": 26,
    },
    "worst_hold_path": {
        "hold_path_class": "flop to flop",
    },
}
## sequential cells by signal, indices dropped and copies added, names as in the netlist
register	flops
psum_r	32
product_r	16
weight_r	8
psum_en_r	1
weight_en_r	1
ifmap_r	8
## layout by cell type, fill, tap and decap left out, drive strengths merged, types with 2 or more instances in the layout
cell           Yosys  routed
nor2b              4       4
o2111ai            5       5
o211ai             7       7
mux2              54      54
xnor2             21      21
nor3              11      11
clkinvlp           0       3
o311ai             2       2
a2111o             2       2
fa                37      37
a21oi             16      16
a211oi             7       7
o21bai             4       4
or3                2       2
a31oi              3       3
o21a               9       9
clkdlybuf4s50      0     101
clkbuf             7      11
xor2              12      12
o31ai              2       2
a21boi             2       2
and3               9       9
nor2              14      14
inv               59      60
nand2b             6       6
ha                52      52
o31a               2       2
nor3b              3       3
nor4               3       3
dfrtp             66      66
a21o               7       7
buf                2       4
o21ai             20      20
nand2             29      29
and2              48      48
nand3              6       6
## cell families after synthesis
logic type               share of synthesized area [%]
buffers and inverters                             4.52
AND-OR/OR-AND                                     12.2
adder cells (fa/ha/maj)                           24.6
multiplexers                                      10.8
AND/OR/NAND/NOR                                   13.5
flip-flops                                        29.2
XOR/XNOR                                          5.12
## routing by layer
metal,GRT usage [%],vias up,share of wire (%)
li1,-,2102,-
met4,1.74,0,0.88
met3,4.85,7,5.5
met1,35.4,2094,46
met2,36.2,108,48
met5,0.893,-,0
## layout make-up
| type | instances | area [um^2] | area share [%] |
|---|---|---|---|
| Tap cell | 140 | 175 | 2.45 |
| Clock buffer | 11 | 253 | 3.54 |
| Clock inverter | 5 | 61.3 | 0.859 |
| Inverter | 59 | 221 | 3.10 |
| Sequential cell | 66 | 1650 | 23.1 |
| Timing Repair Buffer | 105 | 1040 | 14.5 |
| Multi-Input combinational cell | 410 | 3740 | 52.4 |
## metrics by stage
| step | area, um^2 | cells |
|---|---|---|
| 4_1_cts | 7140 | 796 |
| 3_3_place_gp | 6830 | 780 |
| 6_report | 7140 | 796 |
| 3_5_place_dp | 6830 | 780 |
| 2_1_floorplan | 5650 | 544 |
| 5_1_grt | 7140 | 796 |
## report_power, final
| group | internal, mW | switching (mW) | total, mW |
|---|---|---|---|
| sequential | 0.289 | 0.0376 | 0.326 |
| combinational | 0.472 | 0.437 | 0.909 |
| clock | 0.189 | 0.113 | 0.302 |
| total | 0.949 | 0.587 | 1.54 |
## worst paths after layout
path	depth (start not counted)	startpoint	end
worst max-delay path	14	weight_i[6]	product_r[13]$_DFFE_PN0P_
max in group asynchronous	2	rst_n	ifmap_r[3]$_DFFE_PN0P_
min in group asynchronous	1	rst_n	psum_r[9]$_DFFE_PN0P_
worst min register to register	1	weight_r[6]$_DFFE_PN0P_	weight_r[6]$_DFFE_PN0P_
worst max register to register	13	ifmap_r[4]$_DFFE_PN0P_	product_r[13]$_DFFE_PN0P_
worst min-delay path	1	weight_r[6]$_DFFE_PN0P_	weight_r[6]$_DFFE_PN0P_
## worst reg2reg max path: cells and delay by family, from the launching register on
| family | cells | cell delay [ns] |
|---|---|---|
| AND-OR/OR-AND | 3 | 0.45 |
| buffers and inverters | 2 | 0.10 |
| flip-flops | 1 | 0.51 |
| adder cells (fa/ha/maj) | 5 | 2.39 |
| AND/OR/NAND/NOR | 3 | 1.08 |
Power figures rest on the tool's default switching activity, not on a simulated workload.
