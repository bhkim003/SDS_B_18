[design/flow/constraint.sdc]
current_design delay

set clk_period 1.1
set clk_io_pct 0.2

create_clock -name clk0 -period $clk_period [get_ports {clk}]

set non_clock_inputs [all_inputs -no_clocks]
set_input_delay [expr $clk_period * $clk_io_pct] -clock clk0 $non_clock_inputs
set_output_delay [expr $clk_period * $clk_io_pct] -clock clk0 [all_outputs]
[design/flow/config.mk]
export PLATFORM = sky130hd
export DESIGN_NAME = delay
export DESIGN_NICKNAME = delay
export VERILOG_FILES = /design/flow/design.v
export SDC_FILE = /design/flow/constraint.sdc
export NUM_CORES = 4
export LEC_CHECK = 1
export CORE_AREA = 10 10 254 254
export DIE_AREA = 0 0 264 264
[design/flow/design.v]
module delay # (
            parameter           RAM_DATA_WIDTH          = 272,
            parameter           RAM_ADDR_WIDTH          = 8,
            parameter           RAM_DEPTH               = 256
        )
        (   
            input         clk,                 
            input         rst_n,
            input         delay_en,         
            input        [RAM_DATA_WIDTH - 1 : 0]    delay_in,       
            output      [RAM_DATA_WIDTH - 1 : 0]    delay_out     
        );
  reg [RAM_DATA_WIDTH - 1 : 0] delay_data, delay_data_n;
    always @(posedge clk, negedge rst_n) begin
      if (!rst_n) begin
        delay_data <= {(RAM_DATA_WIDTH - 1){1'b0}};
      end else begin
        delay_data <= delay_data_n;
      end
    end
    always @(*) begin
      delay_data_n = delay_data;
      if (delay_en) begin
        delay_data_n = delay_in;
      end
    end
    assign delay_out = delay_data;
endmodule
[design/flow/run.sh]
#!/bin/bash
# OpenROAD 26Q1-2900-gdf79404cd8, Yosys 0.63+post, stock flow scripts
make -C /OpenROAD-flow-scripts/flow DESIGN_CONFIG=/design/flow/config.mk WORK_HOME=/design/flow/orfs finish
==> summary.txt <==
This note records the results obtained with Yosys and OpenROAD.

Synthesis
Sorting the synthesized cells by area gives the leading types as sky130_fd_sc_hd__dfrtp_1 65%, sky130_fd_sc_hd__mux2_2 21%, sky130_fd_sc_hd__mux2_4 12%, sky130_fd_sc_hd__buf_6 0.97%, sky130_fd_sc_hd__buf_4 0.79%. The commonest cells after synthesis are 272 x sky130_fd_sc_hd__dfrtp_1, 192 x sky130_fd_sc_hd__mux2_2, 80 x sky130_fd_sc_hd__mux2_4. Yosys reported that registers with async set or reset make up 100%.

Per the post-synthesis report, the number of cells in the design is between 500 and 600. For this design, Yosys synthesis ends with a cell count of 574. The most frequent cell after synthesis is sky130_fd_sc_hd__dfrtp_1. Once synthesis finished, the tally of register bits stood at 272. The average cell area after synthesis is 18.1 sq um.

The chip area line in the Yosys stat output reads 10400 sq um. The area fraction of the largest cell type after synthesis is 65.4%. The synthesized netlist occupies a cell area of 10400 sq um. In this run, synthesis inferred 0 flip-flops with an integrated enable. Warnings reported by Yosys during synthesis add up to 1. The most instantiated flip-flop cell in the synthesis netlist is sky130_fd_sc_hd__dfrtp_1. The number of distinct library cells after synthesis is 6. The largest area contributor in the netlist is sky130_fd_sc_hd__dfrtp_1. The portion of the post-synthesis area used by sequential elements is between 60% and 70%.

Die
The floorplan step set the die height to 264 um. According to the floorplan log, the row count is 89. between 500 and 600 I/O pins were placed. The pre-placement core utilization is 17.6%.

The placeable core region is approximately 60000 sq um. Per the OpenROAD floorplan log, the width of the die is about 260 um. In this run the full chip footprint comes out at around 70000 sq um.

Power
The script extracted a total leakage power of 7.79 nW. The total power density per cell area is roughly 1500 nW/um^2. VDD sags by at most 1.22 mV.

Finish
The largest register by flop count is delay_data. The fraction of final layout cells with drive strength greater than 1 is 55.8%. Summing all non-filler instances in the final layout gives an area of 17200 sq um.

Per the run report, area growth between synthesis and finish was 65.0%. The register with the most flip-flops in the layout has roughly 270 of them. The largest registers in the layout are delay_data x272. After filler insertion, the fill cell instance count of the layout stands at 5970.

Route
The count of unresolved DRC violations after routing is 0. The count of routing violations after the opening detailed-route iteration is around 210. The detailed router placed 7278 vias in this run.

Per the detail_route report, vias per standard cell equal 3.60. After detailed routing, the average wire length per cell comes to around 17 um. The number of routed nets with antenna violations is 0. The length of the first detailed-routing pass in iterations is 4. The aggregate routed wire length is 35300 um.

Worst setup path
The critical path endpoint has a required time of 0.88 ns. The longest incremental delay of any stage on the critical path is reported as slightly above 0.4 ns. Per STA, the worst path is made up of buf_2. The critical path is of the reg -> out type. Max fanout on the critical path was recorded as 2.

STA classifies the critical path startpoint as a flop. STA classifies the critical path endpoint as an output pin. The number of buffer and inverter stages on the critical path is 1. According to the timing report, the arrival time at the worst endpoint equals 1.12 ns. The timing report shows that the slowest cell on the worst path is sky130_fd_sc_hd__dfrtp_1. The largest delay contributor family on the critical path is flip-flops. The setup slack of the most critical reg-to-reg path is 0.10 ns.

Final timing
The clock period minus final worst setup slack is 1.34 ns. Setup slack on the critical path of the routed design comes to -0.238 ns. The worst-case clock skew is 0 ns. The highest attainable clock frequency is 747 MHz. Setup violations remaining at the end of the flow were counted as 272. The normalized max-slew margin is 72.6%. On the final layout, the worst hold slack is 0.153 ns. The sum of negative setup slack is -47.95 ns. Of the available clock period, the critical path in the final layout requires 122%. Setup repair after global routing could not meet its margin everywhere.

The actual transition at the worst max-transition pin is ~0.41 ns. In the final report, the number of pins over their slew limit comes to 0. For reference, the final report shows the hold violation count at 0.

Global routing
Entering global routing, the biggest net connects 40 pins. Total global-route track usage over all layers is 9.81%. The global-route wire length before repair is around 53000 um. The initial antenna violation count was 2. The total congestion overflow is 0.

The via count of the first global-routing pass was 8028.

Clock network
The later pin in the worst-skew pair is clocked with a latency of approximately 0.57 ns. The H-tree level count is 1. The clock input transition at the sequential cells of the worst setup and hold paths is 0.06 ns. The TritonCTS buffer count is 31. The cell at the root of the clock tree is sky130_fd_sc_hd__clkbuf_16. The TritonCTS clock tree is built. The total clock sinks is around 270. The clock passes through at most 3 buffers.

Min path
The worst hold-check path type is in -> async.

Outcome
The run finished, with violations left. The checks that failed: negative setup slack.

Job
The run reported a max-capacitance violation count of 0. Summing over the stages, the warning tally comes to 27.

Placement
The HPWL after detailed placement is between 20000 and 30000 um. The tally of buffers added on design ports is about 550. Routability-driven placement finished with a final weighted congestion of 0.804. Detailed placement reports a standard cell area of 16900 sq um.
-- final timing paths --
path | start | to | depth (start not counted)
worst max-delay path | delay_data[169]$_DFFE_PN0P_ | delay_out[169] | 1
worst max register to register | delay_data[177]$_DFFE_PN0P_ | delay_data[177]$_DFFE_PN0P_ | 3
worst min-delay path | rst_n | delay_data[35]$_DFFE_PN0P_ | 2
max in group asynchronous | rst_n | delay_data[253]$_DFFE_PN0P_ | 3
min in group clk0 | delay_in[68] | delay_data[68]$_DFFE_PN0P_ | 2
worst min register to register | delay_data[187]$_DFFE_PN0P_ | delay_data[187]$_DFFE_PN0P_ | 1
-- through the flow --
stage	setup WS (ns)	power (mW)	util [%]	cells
6_report	-0.238	26.2	29.1	2022
5_1_grt	-0.318	27.5	29.1	2021
4_1_cts	-0.315	26.6	28.7	1995
3_5_place_dp	-0.185	16.6	28.7	1896
3_3_place_gp	-0.168	16.6	28.7	1896
2_1_floorplan	0.0190	12.8	-	574
-- area by class of cell --
class | count | area (sq um) | area share [%]
well taps | 773 | 967 | 5.64
clock buffers | 46 | 912 | 5.31
diodes | 1 | 2.50 | 0.0146
clock inverters | 11 | 136 | 0.795
multi-input cells | 272 | 3360 | 19.6
repair buffers | 647 | 4970 | 29.0
flip-flops and latches | 272 | 6810 | 39.7
-- layout by cell type (no fill, tap or decap) --
cell                              netlist  final
sky130_fd_sc_hd__clkinv_2               0      6
sky130_fd_sc_hd__clkbuf_16              0     31
sky130_fd_sc_hd__dlygate4sd3_1          0      1
sky130_fd_sc_hd__buf_6                  9      4
sky130_fd_sc_hd__clkinv_4               0      1
sky130_fd_sc_hd__mux2_4                80     80
sky130_fd_sc_hd__buf_8                  0      2
sky130_fd_sc_hd__clkbuf_8               0      8
sky130_fd_sc_hd__diode_2                0      1
sky130_fd_sc_hd__clkbuf_1               0      7
sky130_fd_sc_hd__clkdlybuf4s50_1        0    272
sky130_fd_sc_hd__bufinv_16              0      3
sky130_fd_sc_hd__buf_4                 11     94
sky130_fd_sc_hd__mux2_2               192    192
sky130_fd_sc_hd__clkinvlp_4             0      1
sky130_fd_sc_hd__buf_12                 0      6
sky130_fd_sc_hd__buf_2                 10    268
sky130_fd_sc_hd__dfrtp_1              272    272
-- repair_timing --
action	CTS	global route
hold endpoints to repair	272	0
endpoints found under the setup margin	272	272
hold buffers	1	0
gates resized	927	1
setup buffers	41	26
-- layer usage --
metal | vias to the layer above | track usage (%) | share of wire, %
li1 | 3330 | - | -
met1 | 3564 | 11.6 | 37
met2 | 341 | 16.6 | 50
met3 | 43 | 4.06 | 10
met4 | 0 | 1.85 | 2.1
met5 | - | 0 | 0
-- cells by family after synthesis --
group	synth area share (%)
mux	32.3
flops	65.4
buf+inv	2.25
-- power by group --
| group | leakage [nW] | internal (mW) | switching (mW) | total [mW] |
|---|---|---|---|---|
| combinational | 4.09 | 2.94 | 1.25 | 4.18 |
| clock | 0.518 | 6.39 | 4.09 | 10.5 |
| sequential | 3.18 | 11.0 | 0.496 | 11.5 |
Power is estimated from default activity; no workload was simulated.
